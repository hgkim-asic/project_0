### flow/config.mk
export PLATFORM = sky130hd
export DESIGN_NAME = alu
export DESIGN_NICKNAME = alu
export VERILOG_FILES = /design/flow/design.v
export SDC_FILE = /design/flow/constraint.sdc
export NUM_CORES = 4
export LEC_CHECK = 1
export CORE_UTILIZATION = 30
### flow/constraint.sdc
current_design alu

set clk_period 9.9
set clk_io_pct 0.2

create_clock -name clk0 -period $clk_period

set non_clock_inputs [all_inputs -no_clocks]
set_input_delay [expr $clk_period * $clk_io_pct] -clock clk0 $non_clock_inputs
set_output_delay [expr $clk_period * $clk_io_pct] -clock clk0 [all_outputs]
### flow/design.v
module alu
#(	
	parameter	N		= 32
)
(	
	output reg signed	[N-1:0]		o_y,
	output	 						o_c,
	input signed		[N-1:0]		i_a,
	input signed 		[N-1:0]		i_b,
	input 				[2:0]		i_f
);
	wire signed			[N-1:0]		sum;
	assign {o_c, sum} = i_f[2] ? i_a-i_b : i_a+i_b;
	always @(*) begin
		case (i_f)
			3'b000	: o_y = i_a & i_b;
			3'b001	: o_y = i_a | i_b;
			3'b010	: o_y = sum;
			3'b100	: o_y = i_a & ~i_b;
			3'b101	: o_y = i_a | ~i_b;
			3'b110	: o_y = sum;
			3'b111	: o_y = i_a < i_b;
			default : o_y = 'd0;
		endcase
	end
endmodule
### flow/run.sh
#!/bin/bash
# OpenROAD 26Q1-2900-gdf79404cd8, Yosys 0.63+post, stock flow scripts
make -C /OpenROAD-flow-scripts/flow DESIGN_CONFIG=/design/flow/config.mk WORK_HOME=/design/flow/orfs finish
==> results.cfg <==
; yosys + openroad results
[floorplanning]
io_pins = 100
die-width_um = 125
dieArea_um2 = 15500
coreArea_um2 = 14600
fp_util = 0.309
core.rowCount = 44
fp.dieH_um = 125

[placed_design]
placedCellCount = 936
post-dp-hpwl_mm = 11.5
dp_slack_ns = 2.04
place_area_um2 = 5580
portBuffers = 100
place_congestion = 0.946

[finish]
comb_area_um2 = 4080
final_core_utilization = 0.383
drive_gt1_frac = 0.0426
seqCellArea_um2 = 0
flop-count = 0
syn_to_final_growth_pct = 23.7
fin_cells = 936
fin_area_um2 = 5580
clock_buffers = 0
fillers = 1557

[timing]
hold_violations = 0
period_minus_slack_ns = 7.87
achievable-frequency_mhz = 127
rsz0062_at_grt = no
fin_ws_ns = 2.03
tns_ns = 0
fin_crit_sh = 0.795
worst_pin_slew_ns = 0.681
setup_viol = 0
slew_headroom = 0.535
finalMaxSlewViolations = 0

[pwr]
power_switching_share = 0.531
switchingPower_mw = 0.178
cellLeakagePower_nw = 2.25
peakVddDrop_mv = 0.0200
internal_power_mw = 0.157
pwr-share-seq = 0
pwr_density_cell_nw_per_um2 = 59.9
p_clk_frac = 0
pwr-share-comb = 1.000

[routing]
drc = 0
vias = 5256
first_pass_iters = 5
drt-wirelength-per-cell_um = 15.8
antenna_cells = 0
antenna_left = 0
routed_via_density = 5.62
drtIter0Drc = 278
drt_wl_total_mm = 14.8

[synthesis]
synth.avg_cell_area_um2 = 6.53
top_area_frac = 0.177
yosysChipArea_um2 = 4510
synth.largest_area_cell = ha_1
most_common_cell = a21oi_1
netlist_area_um2 = 4510
top_cells_by_area = ha_1 18%, a21oi_1 12%, o22ai_1 6.7%
synth_seq_share = 0
common_cells = 106 x a21oi_1, 64 x ha_1, 61 x inv_1
netlist_instances = 691
ys_cells = 691
synth_cell_types = 70
yosysWarnings = 1

[global_routing]
antenna_found_initial = 0
grt-busiest-layer = met2
grt_max_degree = 61
grt_pass1_vias = 4998
grtUsageMet2 = 0.303
use_met1 = 0.287
grtUsageMet3 = 0.00876
gr-total-overflow = 0
grt_pass1_wl_mm = 24.6
grt_usage = 0.188

[worst_setup_path]
cp_cell_sequence = clkdlybuf4s50_1, inv_1, ha_1, inv_1, a2111oi_4, a211oi_2, a2111oi_4, o211ai_2, a211o_2, a31oi_1, nor4_1, o32ai_2, clkdlybuf4s50_1
cp_max_fo = 9
slowest_stage = clkdlybuf4s50_1
crit_path_max_incr_delay_ns = 0.53
start_kind = input pin
cp.arrival_ns = 5.89
cp.required_ns = 7.92
crit_type = in -> out
setup.worst_path.end_class = output pin

[hold_path]
hold_path.class = in -> out

[run]
warnings = 64
maxCapViolCount = 0

[clock_network]
hold_buffers = 0
postCtsSetupBuffers = 0
post_cts_resized = 0

[run_status]
outcome = finished, final reports clean
critical path: cells and delay by family:
family / cells / cell delay (ns)
AND-OR/OR-AND: 7 / 2.10
buffers and inverters: 4 / 1.24
adder cells (fa/ha/maj): 1 / 0.44
AND/OR/NAND/NOR: 1 / 0.11
placed cells by master (no fill, tap or decap), drive strengths merged, types with 5 or more instances in the layout:
cell | synthesis | layout
a21oi | 106 | 106
clkdlybuf4s50 | 0 | 98
ha | 64 | 64
inv | 64 | 64
nor2 | 55 | 55
o22ai | 48 | 48
nand2 | 39 | 39
o21ai | 35 | 35
xnor2 | 28 | 28
o31ai | 18 | 18
nor3 | 18 | 18
nor2b | 15 | 15
a21o | 10 | 10
a211oi | 10 | 10
o21bai | 9 | 9
nand3 | 9 | 9
nand2b | 8 | 8
a31oi | 8 | 8
xor2 | 8 | 8
maj3 | 8 | 8
a2111oi | 8 | 8
o21a | 7 | 7
buf | 17 | 7
and3 | 6 | 6
o211ai | 6 | 6
o311ai | 5 | 5
metal layers:
metal	vias to the layer above	wire (µm)
li1	2676	-
met1	2425	7450
met5	-	0
met2	144	6550
met3	11	626
met4	0	139
cell families (layout without fill, tap and decap cells):
group | count (synthesis) | in the layout | synth area share
AOI/OAI and AO/OA | 300 | 300 | 0.443
adders and majority gates | 74 | 74 | 0.204
and+or+nand+nor | 171 | 171 | 0.184
xor gates and xnor gates | 36 | 36 | 0.0699
muxes | 1 | 1 | 0.00249
buffers and inverters | 109 | 170 | 0.0965
final timing paths:
check / cells past startpoint / to / startpoint
worst max-delay path: 13 / o_y[31] / i_b[4]
worst min-delay path: 4 / o_y[1] / i_f[2]
stage by stage:
stage / hold WS (ns) / power [mW]
2_1_floorplan: 4.07 / 0.213
3_3_place_gp: 5.01 / 0.333
3_5_place_dp: 5.01 / 0.332
4_1_cts: 5.01 / 0.334
5_1_grt: 5.06 / 0.370
6_report: 5.01 / 0.335
power groups by stage:
stage | Combinational [mW] | Clock (mW) | Sequential, mW
5_1_grt | 0.370 | 0 | 0
6_report | 0.335 | 0 | 0
4_1_cts | 0.334 | 0 | 0
area by class of cell:
cell class / instances / share of cell area
Tap cell: 184 / 0.0412
Timing Repair Buffer: 105 / 0.185
Inverter: 65 / 0.0437
Multi-Input combinational cell: 582 / 0.730
Power is estimated from default activity; no workload was simulated.
