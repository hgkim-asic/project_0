===== design/flow/run.sh =====
#!/bin/bash
# OpenROAD 26Q1-2900-gdf79404cd8, Yosys 0.63+post, stock flow scripts
make -C /OpenROAD-flow-scripts/flow DESIGN_CONFIG=/design/flow/config.mk WORK_HOME=/design/flow/orfs finish

===== design/flow/config.mk =====
export PLATFORM = sky130hd
export DESIGN_NAME = adder_cla
export DESIGN_NICKNAME = adder_cla
export VERILOG_FILES = /design/flow/design.v
export SDC_FILE = /design/flow/constraint.sdc
export NUM_CORES = 4
export LEC_CHECK = 1
export CORE_UTILIZATION = 30

===== design/flow/constraint.sdc =====
current_design adder_cla

set clk_period 7.3
set clk_io_pct 0.2

create_clock -name clk0 -period $clk_period

set non_clock_inputs [all_inputs -no_clocks]
set_input_delay [expr $clk_period * $clk_io_pct] -clock clk0 $non_clock_inputs
set_output_delay [expr $clk_period * $clk_io_pct] -clock clk0 [all_outputs]

===== design/flow/design.v =====
module cla_4b
(	
	output		[3:0]	o_s,
	output				o_c,
	input		[3:0]	i_a,
	input		[3:0]	i_b,
	input				i_c
);
	wire		[3:1]	C;
	wire		[3:0]	P		= i_a ^	i_b;
	wire		[3:0]	G		= i_a & i_b;
	wire				P_3_0	= &P;
	wire				G_3_0	= G[3] | (P[3] & (G[2] | (P[2] & (G[1] | (P[1] & G[0])))));
	assign C[1]	= G[0] || (P[0] && i_c);  
    assign C[2]	= G[1] || (P[1] && C[1]);
    assign C[3]	= G[2] || (P[2] && C[2]);
	assign o_s	= P ^ {C, i_c};
	assign o_c	= G_3_0 || (P_3_0 & i_c);
endmodule
module adder_cla
#(	
	parameter	BW_DATA			= 32
)
(	
	output		[BW_DATA-1:0]	o_s,
	output		 			  	o_c,
	input		[BW_DATA-1:0]	i_a,
	input		[BW_DATA-1:0]	i_b,
	input						i_c
);
	wire		[BW_DATA/4:1]	carry;  
	genvar i;
	generate 
		for (i=0; i<BW_DATA/4; i=i+1) begin
			cla_4b 
			u_cla_4b(
				.o_s	(o_s[i*4 +: 4]         ),
				.o_c	(carry[i+1]            ),
				.i_a	(i_a[i*4 +: 4]         ),
				.i_b	(i_b[i*4 +: 4]         ),
				.i_c	(i==0 ? i_c : carry[i] )
			);
		end
	endgenerate
	assign o_c = carry[BW_DATA/4];
endmodule

==> results.cfg <==
; implementation run metrics
[final_layout]
layout-area-overhead-vs-synth_pct = 77.7
design_area_um2 = 2390
combGateArea_um2 = 1320
nFillCells = 353
layout-drive-gt1-share_pct = 4.39
flop-count = 0
fin_cells = 278
layout_top_cells = clkdlybuf4s50_1 (98), ha_1 (32), fa_1 (24)
lay_top_count = clkdlybuf4s50_1
seqCellArea_um2 = 0
final.clkbuf_count = 0

[yosys]
yosys-stat-area_um2 = 1340
yosysCellCount = 130
synth_cell_types = 30
syn-instance-count = 130
synth_seq_share_pct = 0
yosys_warnings = 0
synth_area_per_cell_um2 = 10.3
syn_area_um2 = 1340

[global_route]
gr-total-overflow = 0
antenna_found_initial = 0
grt_max_degree = 5
grt_pass1_vias = 1346
grt_pass1_wl_um = 5490
track_usage_pct = 15.5

[worst_setup_path]
worst_setup_path_end_kind = output pin
worstPathArrival_ps = 4950
critPathMaxFanout = 4
path_cells = clkdlybuf4s50_1 -> ha_1 -> a21oi_1 -> nor2_1 -> a211oi_1 -> nand3_2 -> o21ai_2 -> nand2b_1 -> fa_1 -> fa_1 -> fa_1 -> xor2_1 -> clkdlybuf4s50_1
cpPeakStageDelay_ps = 480
worstSetupPathType = in2out
cp_common_cell = fa_1
slowest_stage = clkdlybuf4s50_1
cp-start-kind = input pin
cp.required_ps = 5840

[drt]
routed_wl_um = 3420
via_count = 1319
remaining_drc_errors = 0
routedWlPerCell_um = 12.3
ant_nets = 0
drt_iter0_drc = 12
viasPerCell = 4.74
num_antenna_cells = 0
detail_route.first_pass.iterations = 4

[sta]
max_freq_mhz = 156
worst_hold_slack_ps = 4020
final.setup.tns_ps = 0
timing.final.crit_share_pct = 87.8
tightest_slew_ps = 333
rsz0062_at_grt = no
setup_viol = 0
layout_min_cycle_time_ps = 6410
hold_viol = 0
drv_slew = 0
maxSlewHeadroom_pct = 77.8

[power_and_ir_drop]
power_density_nw_per_um2 = 80.5
p_leak_nw = 1.01
irDropWorstVdd_v = 0.0000460
power.total_mw = 0.192

[floorplan]
fp-row-count = 23
die_area_um2 = 4750
die_x_um = 68.9
pin_count = 98
fp_util_pct = 32.4
coreArea_um2 = 4140
die-height_um = 68.9

[placement]
finalWeightedCongestion = 0.787
dp_hpwl_um = 3300
placed_area_um2 = 2390
dpl.cell_count = 278
portBuffers = 98

[worst_hold_path]
hold_end = o_s[0]
whs_path_depth = 5
min_path_type = in2out
holdCritStartpoint = i_b[0]

[run]
max_cap_violations = 0
log.warning_count = 33

[clock_tree]
postCtsSetupRepairBufs = 0
cts.hold.buffers_added = 0
ctsResizeCount = 0

[run_status]
status = completed
[metrics by stage]
step	worst slack (ps)	utilization [%]
2_1_floorplan	1990	-
3_3_place_gp	909	57.6
3_5_place_dp	844	57.6
4_1_cts	832	57.6
5_1_grt	648	57.6
6_report	889	57.6
[routing by layer]
metal / vias to the layer above / global-route usage (%) / routed length [um]
met2: 50 / 26.7 / 1560
met3: 0 / 1.50 / 273
met1: 596 / 22.7 / 1590
li1: 673 / - / -
met4: 0 / 0 / 0
met5: - / 0 / 0
[layout make-up]
cell class | count | area share (%)
well taps | 50 | 2.62
inverters | 7 | 1.10
repair buffers | 98 | 41.1
multi-input cells | 123 | 55.2
[logic make-up (layout without fill, tap and decap cells)]
| logic type | after synthesis | count (layout) | synth area share, % |
|---|---|---|---|
| buf+inv | 7 | 105 | 1.95 |
| compound gates | 31 | 31 | 16.1 |
| xor+xnor | 8 | 8 | 5.21 |
| simple gates | 28 | 28 | 11.2 |
| fa+ha+maj | 56 | 56 | 65.5 |
[synth_stat cells]
| master | count | area (um2) |
|---|---|---|
| nand3_1 | 2 | 10.0 |
| nand4_1 | 3 | 18.8 |
| a21o_1 | 2 | 15.0 |
| nor2_1 | 5 | 18.8 |
| a21oi_1 | 13 | 65.1 |
| o31ai_2 | 1 | 12.5 |
| o21bai_1 | 2 | 15.0 |
| xor2_1 | 8 | 70.1 |
| o21ai_0 | 1 | 5.00 |
| nor2b_1 | 1 | 6.26 |
| ha_1 | 32 | 400 |
| or3b_1 | 1 | 8.76 |
| clkinv_1 | 1 | 3.75 |
| a211oi_1 | 2 | 15.0 |
| nand2_2 | 1 | 6.26 |
| nand2_1 | 9 | 33.8 |
| nand3_2 | 1 | 10.0 |
| nor3_1 | 2 | 10.0 |
| nand4_2 | 1 | 12.5 |
| fa_1 | 24 | 480 |
| o21a_1 | 2 | 15.0 |
| o21ai_2 | 3 | 26.3 |
| inv_1 | 6 | 22.5 |
| nand2b_2 | 1 | 8.76 |
| o21bai_2 | 1 | 11.3 |
| o211ai_1 | 1 | 7.51 |
| a221oi_2 | 1 | 15.0 |
| nand2b_1 | 1 | 6.26 |
| o2111ai_1 | 1 | 8.76 |
| o21ai_1 | 1 | 5.00 |
[where the power goes]
| group | switching, mW | internal (mW) |
|---|---|---|
| Combinational | 0.0620 | 0.130 |
| Sequential | 0 | 0 |
| Clock | 0 | 0 |
[worst max-delay path by stage]
stage | start | endpoint | slack, ps | cells past startpoint
5_1_grt | i_a[2] | o_s[31] | 650 | 13
6_report | i_a[9] | o_s[27] | 890 | 13
4_1_cts | i_a[9] | o_s[27] | 830 | 13
[worst max-delay path: cells and delay by family]
family	cells	cell delay, ps
buffers and inverters	2	930
XOR/XNOR	1	150
AND/OR/NAND/NOR	3	320
AND-OR/OR-AND	3	610
adder cells (fa/ha/maj)	4	1470
Power is estimated from default activity; no workload was simulated.
